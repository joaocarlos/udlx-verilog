===== /design/flow/config.mk =====
export PLATFORM = sky130hd
export DESIGN_NAME = clk_rst_mngr
export DESIGN_NICKNAME = clk_rst_mngr
export VERILOG_FILES = /design/flow/design.v
export SDC_FILE = /design/flow/constraint.sdc
export NUM_CORES = 4
export LEC_CHECK = 1
export CORE_AREA = 10 10 70 70
export DIE_AREA = 0 0 80 80

===== /design/flow/constraint.sdc =====
current_design clk_rst_mngr

set clk_period 1.1
set clk_io_pct 0.2

create_clock -name clk0 -period $clk_period [get_ports {clk_in}]

set non_clock_inputs [all_inputs -no_clocks]
set_input_delay [expr $clk_period * $clk_io_pct] -clock clk0 $non_clock_inputs
set_output_delay [expr $clk_period * $clk_io_pct] -clock clk0 [all_outputs]

===== /design/flow/design.v =====
localparam 	J_INST = 0,
				R_INST = 1,
				I_INST = 2;
module clk_rst_mngr (
    input clk_in,
    input rst_async_n,
    input en_clk_div8,
    output rst_sync_n,
    output clk_out,
    output clk_div2,
    output clk_div4,
    output clk_div8,
    output clk_div8_proc
  );
reg [2:0] counter;
reg synch_rst_reg1_n, synch_rst_reg2_n;
reg en_clk_div8_reg;
always@(posedge clk_in)begin
  if(!rst_async_n)
     counter <= 0;
  else
     counter <= counter-1;
end
assign clk_out = clk_in;
assign clk_div2 = counter[0];
assign clk_div4 = counter[1];
assign clk_div8 = counter[2];
always@(posedge clk_div8, negedge rst_async_n)begin
  if(!rst_async_n)begin
      en_clk_div8_reg <= 0;
  end
  else begin
      en_clk_div8_reg <= en_clk_div8;
  end
end
assign clk_div8_proc = en_clk_div8_reg?counter[2]:1'b0;
always@(posedge clk_div8, negedge rst_async_n)begin
   if(!rst_async_n)begin
      synch_rst_reg1_n <= 1'b0;
      synch_rst_reg2_n <= 1'b0;
   end
   else begin
      synch_rst_reg1_n <= 1'b1;
      synch_rst_reg2_n <= synch_rst_reg1_n;
   end
end
assign rst_sync_n = synch_rst_reg2_n;
endmodule

===== /design/flow/run.sh =====
#!/bin/bash
# OpenROAD 26Q1-2900-gdf79404cd8, Yosys 0.63+post, stock flow scripts
make -C /OpenROAD-flow-scripts/flow DESIGN_CONFIG=/design/flow/config.mk WORK_HOME=/design/flow/orfs finish

==> results.yml <==
# implementation run metrics
worst_setup_path:
  cpMaxStageDelayCell: "dfxtp_2"
  worstSetupEndpointType: "primary output"
  r2r_end: "counter[2]"
  crit_cells: 2
  cp_num_buf_inv: 1
  critPathKind: "reg -> out"
  critPathMaxStageDelay_ps: 320
  start_kind: "register"
  crit_fanout: 3
  critPathLaunch: "counter[2]"
  required_ps: 880
  crit_end: "clk_div8_proc"
  rrSetupSlack_ps: 40
  r2r-start: "counter[0]"
  crit_family: "flip-flops"
  r2r_cells: 5
  crit_arrival_ps: 890
  path_cells: "and2_4 > buf_6"
layout:
  syn2layout_area_growth_pct: 104
  fin_util: 0.121
  design_area_um2: 412
  top_register: "counter"
  layout.cells.non_filler: 80
  largest_reg_flops: 3
  drive_above_1_share: 0.471
placement:
  post-place-cells: 72
  port_buffers: 8
  place_ws_ps: -84.9
  placedInstanceArea_um2: 354
  routabilityCongestion: 0.694
global_route:
  grt_use_total: 0.0151
  overflow: 0
  antenna_found_initial: 0
  grt_max_degree: 5
  grt_pass1_wl_um: 703
  first_global_vias: 187
power:
  p_leak_nw: 0.179
  ir_drop_v: 0.000337
  power_density_mw_per_mm2: 1430
  power_mw: 0.590
hold_path:
  hp-class: "clk -> out"
cts:
  hold_buffers: 0
  cts_tree: "done"
  cts.reportedPaths.clkPinSlew_ps: 40
  clk_latency_ps: 340
timing:
  max_freq_mhz: 904
  fin_ws_ps: -5.96
  fin_crit_ps: 1110
  hold_violations: 0
  unclocked_pins: 3
  report.final.slew_viol_count: 0
  final.setup_skew_ps: 0.322
  final-setup-viol-count: 1
  fin_crit_sh: 1.01
  untimed_endpoints: 3
  rsz0062_at_grt: "yes"
run:
  warnings: 28
  drv_cap: 0
route:
  antenna_left: 0
  drt-pass1-iter-count: 2
  drt_iter0_drc: 3
  vias: 155
  drc: 0
  wl_per_cell_um: 5.74
  num_antenna_cells: 0
  routed_wl_um: 459
  avgViaCountPerCell: 1.94
yosys:
  synth_cells: 16
  top_area_frac: 0.373
  avgSynthCellArea_um2: 12.6
  top_area_cell: "dfrtp_1"
  yosys.stat.seqShare: 0.671
  ys_chip_area_um2: 201
  syn-cell-area_um2: 201
  yosysWarnings: 1
  synth.area.top_cells: "dfrtp_1 (37%), dfxtp_1 (30%), ha_1 (6.2%)"
  yosys-stat-cells: 16
  numSynthFlops: 6
  yosys.cell_types.count: 10
die:
  fp-row-count: 21
  ioPinCount: 9
  die_w_um: 80
  die_area_mm2: 0.00640
  die_h_um: 80
  core_mm2: 0.00342
  fp_util: 0.0590
run_status:
  status: "finished with violations"
  failed_checks: "negative setup slack"
[cell usage in the layout (no fill, tap or decap), drive strengths merged]
cell type and count:
dfxtp 3, clkdlybuf4s50 3, nor2b 2, conb 1
ha 1, buf 7, xor2 1, dfrtp 3
clkdlybuf4s15 3, and2 2, inv 2, clkbuf 6
[logic make-up (layout without fill, tap and decap cells)]
kind of cell	count (synthesis)	count (layout)	share of synthesized area
and+or+nand+nor	4	4	0.130
other	1	1	0.0186
DFF	6	6	0.671
adders and majority gates	1	1	0.0621
xor gates and xnor gates	1	1	0.0435
buffers and inverters	3	21	0.0746
[worst reg2reg max path, cell delays in order (launching register included)]
cell	delay (ps)
dfxtp_2	310
buf_4	100
inv_1	30
ha_1	200
xor2_1	160
and2_1	150
[Yosys cell counts]
master and n:
xor2_1 1, and2_2 1, buf_4 1, dfxtp_1 3, dfrtp_1 3, nor2b_1 2
and2_1 1, ha_1 1, inv_1 2, conb_1 1
[worst min path at each step]
stage                  start  endpoint  slack, ps  depth (start not counted)
after CTS             clk_in   clk_out        400                          2
after global routing  clk_in   clk_out        420                          2
final                 clk_in   clk_out        390                          2
[cell type report]
| class | count | area, um^2 |
|---|---|---|
| multi-input combinational | 7 | 52.6 |
| timing repair buffer | 12 | 109 |
| inverter | 2 | 7.51 |
| fill | 395 | 3000 |
| tap | 46 | 57.6 |
| sequential | 6 | 139 |
| clock buffer | 7 | 46.3 |
[metrics by stage]
stage	TNS [ps]	hold WS (ps)
finish	-5.96	394
global route	-30.4	416
CTS	-65.6	403
detailed placement	-122	445
global placement	-123	429
floorplan	0	286
[power breakdown]
part | internal, mW | total (mW) | switching, mW
Combinational | 0.0789 | 0.109 | 0.0299
Clock | 0.239 | 0.320 | 0.0809
Sequential | 0.151 | 0.161 | 0.0100
[what timing repair did]
item,in CTS,in global routing
pin swaps,1,1
setup buffers,2,0
gates resized,15,2
endpoints found under the setup margin,5,2
endpoints found under the hold margin,0,0
[per-layer routing]
metal,part of all wire,GRT usage
met1,0.41,0.0128
met2,0.31,0.0152
met3,0.26,0.0227
met4,0.020,0.0123
met5,0,0
Power figures rest on the tool's default switching activity, not on a simulated workload.
