==> ./design.v <==
localparam 	J_INST = 0,
				R_INST = 1,
				I_INST = 2;
module sp_ram
#(
   parameter DATA_WIDTH = 32,
   parameter ADDR_WIDTH = 32
)
(
   input clk,
   input rd_ena,
   input wr_ena,
   input [ADDR_WIDTH-1:0] address,
   input [DATA_WIDTH-1:0] wr_data,
   output reg [DATA_WIDTH-1:0] rd_data
);
localparam MEM_SIZE = 2**ADDR_WIDTH;
reg [DATA_WIDTH-1:0] mem [0:MEM_SIZE-1];
always@(posedge clk)begin 
   if(wr_ena) begin
      mem[address] <= wr_data;
   end
   if(rd_ena) begin
      rd_data <= mem[address];
   end
end
endmodule
==> ./run.sh <==
#!/bin/bash
# OpenROAD 26Q1-2900-gdf79404cd8, Yosys 0.63+post, stock flow scripts
make -C /OpenROAD-flow-scripts/flow DESIGN_CONFIG=/design/flow/config.mk WORK_HOME=/design/flow/orfs finish
==> ./config.mk <==
export PLATFORM = sky130hd
export DESIGN_NAME = sp_ram
export DESIGN_NICKNAME = sp_ram
export VERILOG_FILES = /design/flow/design.v
export SDC_FILE = /design/flow/constraint.sdc
export NUM_CORES = 4
export LEC_CHECK = 1
export CORE_UTILIZATION = 40
==> ./constraint.sdc <==
current_design sp_ram

set clk_period 7.9
set clk_io_pct 0.2

create_clock -name clk0 -period $clk_period [get_ports {clk}]

set non_clock_inputs [all_inputs -no_clocks]
set_input_delay [expr $clk_period * $clk_io_pct] -clock clk0 $non_clock_inputs
set_output_delay [expr $clk_period * $clk_io_pct] -clock clk0 [all_outputs]
==> out/metrics.yaml <==
run_status: "finished clean"
filler_instances: 668
routabilityCongestion: 0.787
areaGrowthSynthToFinish_pct: 36.7
cts-buffers-inserted: 9
worst-path-max-fanout: 34
worst_pin_slew_ns: 0.765
topRoutingLayerUsed: "met4"
yosys_warnings: 1
drc_violations_left: 0
pre_cts_ws_ns: 4.11
placedInstanceArea_mm2: 0.00453
hold_violations: 0
wl_met2_mm: 2.86
worst_path_most_repeated_cell: "sky130_fd_sc_hd__buf_4"
initial_antenna_violation_count: 0
finalSetupTns_ns: 0
power_leakage_nw: 1.51
worst-setup-path-type: "primary input to register"
reg2reg_setup_slack_ns: 7.02
synthCells: 156
hold_class: "register to register"
whs_path_cells: 1
final.period_utilization_pct: 42.8
tritoncts: "built"
post_drt_wl_per_cell_um: 15.1
num_io_pins: 99
drive_above_1_share_pct: 18.5
synth_flop_count: 96
post-route-util_pct: 56.5
rsz0062_at_grt: "no"
synth.yosys.chip_area_mm2: 0.00342
overall_power_after_layout_mw: 0.879
clock_root_buffer: "sky130_fd_sc_hd__clkbuf_8"
period_needed_ns: 3.38
layout.area.comb_um2: 523
largest_net_degree_at_the_start_of_global_routing: 35
std_cell_rows: 33
detail_route.vias_per_cell: 4.81
critPathArrivalTime_ns: 3.37
crit-reg2reg-capture: "rd_data[15]$_DFFE_PP_"
detailedRoute.firstIterationViolations: 49
postSynthAreaPerCell_um2: 21.9
crit-reg2reg-launch: "mem[0][15]$_DFFE_PP_"
hold_path.startpoint: "mem[0][1]$_DFFE_PP_"
layout.area.seq_mm2: 0.00288
number_of_cells_in_the_design_after_placement: 358
worst_hold_slack_ns: 0.548
cp_endpoint_kind: "register"
syn_area_mm2: 0.00342
r2r.worst_path.cells: 1
routedLengthMet1_mm: 2.19
crit_path_max_incr_delay_ns: 0.59
post_cts.repair.setup_buffers: 0
lay_top_cells: "sky130_fd_sc_hd__clkdlybuf4s50_1, sky130_fd_sc_hd__edfxtp_1, sky130_fd_sc_hd__mux2_2"
powerDensity_mw_per_mm2: 188
crit_path_top_delay_cell: "sky130_fd_sc_hd__or4_1"
fin_ws_ns: 4.52
vdd_ir_drop_max_mv: 0.0749
antennaDiodeCount: 0
drv_cap: 0
core_area_mm2: 0.00826
setup_viol_count_final: 0
synth.yosys.num_cells: 156
cts.repair.resized: 0
num_vias: 1781
die_w_um: 94.4
hold_end: "rd_data[1]$_DFFE_PP_"
critical_path_required_ns: 7.89
drv_slew: 0
vert_die_dim_um: 94.4
fmax_mhz: 296
final_cells: 370
routed_wirelength_mm: 5.59
grt_pass1_vias: 1785
io_buffers: 98
cts.sink_count: 96
drtAntennaViolNets: 0
clkSlewWorstSetupHoldPaths_ns: 0.08
cts-root-to-sink-buffers: 2
clock_insertion_delay_worst_skew_ns: 0.33
drt-pass1-iter-count: 4
synth_seq_share_pct: 84.4
clock_tree.htree_level_count: 3
crit_chain: "buf_2, buf_4, nand4_1, or4_1, nor3_4, buf_4"
gr-total-overflow: 0
number_of_buffers_added_to_fix_hold_violations_after_cts: 0
met3_wl_um: 429
fin_area_mm2: 0.00467
initial_core_util_pct: 41.4
wire_length_of_the_first_global_routing_pass_mm: 8.22
slew_headroom_pct: 49.0
dieArea_mm2: 0.00892
synthDistinctLibCells: 14
grt_use_total_pct: 13.8
warnings: 25
finalClockSkew_ns: 0.00644
cp_launch_type: "primary input"
-- routing by layer --
layer  up-vias  track usage (%)
met2        77             22.2
met3         8             5.96
met4         0             3.08
met5         -                0
li1        851                -
met1       845             18.6
-- report_power, final --
part / switching (mW) / total, mW / leakage (nW) / internal [mW]
clock network: 0.141 / 0.247 / 0.0676 / 0.107
logic: 0.0184 / 0.0633 / 0.555 / 0.0449
registers: 0.00167 / 0.568 / 0.888 / 0.566
-- worst max-delay path by stage --
stage / cells after the start / start / end / slack (ns)
4_1_cts: 6 / address[0] / mem[-1][27]$_DFFE_PP_ / 4.48
5_1_grt: 6 / address[0] / mem[-1][29]$_DFFE_PP_ / 4.37
6_report: 6 / address[0] / mem[-1][13]$_DFFE_PP_ / 4.52
-- sequential cells by signal (all words and copies together) (netlist names) --
register / cells
rd_data: 32
mem: 32
mem[-1]: 32
-- cell type report --
cell class              count  share of cell area, %
flip-flops and latches     96                   61.7
repair buffers            101                   21.3
multi-input cells          56                   11.2
well taps                 105                   2.81
clock buffers              10                   2.73
clock inverters             2                  0.241
-- cell usage after synthesis (all sizes together) --
| master | instances | area [µm²] |
|---|---|---|
| edfxtp | 96 | 2880 |
| mux2 | 32 | 360 |
| nand4 | 9 | 56.3 |
| nor4 | 6 | 37.5 |
| buf | 4 | 22.5 |
| nor3 | 2 | 15.0 |
| or4 | 2 | 15.0 |
| nand2 | 1 | 3.75 |
| nand3 | 1 | 5.00 |
| nor2 | 1 | 3.75 |
| nor4b | 1 | 8.76 |
| or3 | 1 | 6.26 |
-- kinds of logic (layout without fill, tap and decap cells) --
| logic type | count (synthesis) | after routing | synth area share, % |
|---|---|---|---|
| flops | 96 | 96 | 84.4 |
| simple gates | 24 | 24 | 4.43 |
| mux | 32 | 32 | 10.5 |
| buf+inv | 4 | 113 | 0.659 |
-- worst max-delay path: cells and delay by family --
kind / cells / cell delay, ns
buf+inv: 3 / 0.87
simple gates: 3 / 0.90
Power is estimated from default activity; no workload was simulated.
